--- /design/flow/design.v ---
module quad_motor_control(input logic clk, input logic reset, input logic sck, input logic sdi, input logic cs,
									output logic[3:0] f_esc, output logic slowclk, output done);
	logic[7:0] f1_motor, f2_motor, f3_motor, f4_motor;
	logic[31:0] allf;
	generate_acc_divclk#8 clk_div1(clk, slowclk);
	spi_interface spi1(reset, sck, sdi, cs, allf, done);
	register f1_motor_reg(clk, done, allf[31:24], f1_motor);
	register f2_motor_reg(clk, done, allf[23:16], f2_motor);
	register f3_motor_reg(clk, done, allf[15:8], f3_motor);
	register f4_motor_reg(clk, done, allf[7:0], f4_motor);
	ESCcontrol motor1(slowclk, cs, f1_motor, f_esc[0]);
	ESCcontrol motor2(slowclk, cs, f2_motor, f_esc[1]);
	ESCcontrol motor3(slowclk, cs, f3_motor, f_esc[2]);
	ESCcontrol motor4(slowclk, cs, f4_motor, f_esc[3]);
endmodule
module spi_interface(
					input logic reset,
					input  logic sck, 
               input  logic sdi,
               input  logic cs,
               output logic [31:0] motor_number,
					output logic done);
   logic [5:0] count;
	logic should_shift;
   always_ff @(posedge sck)
	begin
        	if (should_shift)  motor_number[31:0] = {motor_number[30:0], sdi}; 
	end	
	counter#6 motor_num_counter(sck, cs|done, count);
	assign done = (count == 6'b100000);  
	assign should_shift = (~cs) & (count < 6'b100000);
endmodule
module register#(parameter N = 8)(input logic clk, input logic en, input logic [N-1:0] din, output logic [N-1:0] dout);
	always_ff@(posedge clk)
	begin
		if(en) dout <= din;
	end
endmodule
module ESCcontrol#(parameter COUNT_20MS = 16'd10240, COUNT_1MS = 16'd512)(input logic clk, input logic reset, input logic[7:0] motor_reg, output logic ESCout);
	logic reset_count;
	logic[15:0] count;
	counter#16 counter1(clk, reset_count|reset, count);
	assign reset_count = (count == COUNT_20MS);
	assign ESCout = (count < ((motor_reg<<1) + COUNT_1MS));
endmodule
module counter#(parameter N = 16)(input logic clk, reset, output logic[N-1:0] count);
	initial begin
		count <= 0;
	end	
	always_ff@(posedge clk, posedge reset)
	begin
		if(reset) count <= 0;
		else count <= count + 1;
	end
endmodule
module en_counter#(parameter N = 16)(input logic clk, en, output logic[N-1:0] count);
	initial begin
		count <= 0;
	end	
	always_ff@(posedge clk)
	begin
		if(en) count <= count + 1;
	end
endmodule
module nr_counter#(parameter N = 16)(input logic clk, output logic[N-1:0] count);
	initial begin
		count <= 0;
	end
	always_ff@(posedge clk)
	begin
		count <= count + 1;
	end
endmodule
module generate_divclk#(parameter N = 4)(input logic clk, output logic slowclk);
	logic[N-1:0] count;
	nr_counter#(N) cnt(clk, count);
	assign slowclk = count[N-1];
endmodule
module generate_acc_divclk#(parameter N = 8)(input logic clk, output logic slowclk);
	logic[N-1:0] count;
	logic reset;
	counter#(N) cnt(clk, reset, count);
	assign reset = (count == 8'b1001_1100);
	assign slowclk = (count < 8'b0100_1110);
endmodule
--- /design/flow/run.sh ---
#!/bin/bash
# OpenROAD 26Q1-2900-gdf79404cd8, Yosys 0.63+post, stock flow scripts
make -C /OpenROAD-flow-scripts/flow DESIGN_CONFIG=/design/flow/config.mk WORK_HOME=/design/flow/orfs finish
--- /design/flow/config.mk ---
export PLATFORM = sky130hd
export DESIGN_NAME = en_counter
export DESIGN_NICKNAME = en_counter
export VERILOG_FILES = /design/flow/design.v
export SDC_FILE = /design/flow/constraint.sdc
export NUM_CORES = 4
export LEC_CHECK = 1
export CORE_AREA = 10 10 75 75
export DIE_AREA = 0 0 85 85
export SYNTH_HDL_FRONTEND = slang
--- /design/flow/constraint.sdc ---
current_design en_counter

set clk_period 4.1
set clk_io_pct 0.2

create_clock -name clk0 -period $clk_period [get_ports {clk}]

set non_clock_inputs [all_inputs -no_clocks]
set_input_delay [expr $clk_period * $clk_io_pct] -clock clk0 $non_clock_inputs
set_output_delay [expr $clk_period * $clk_io_pct] -clock clk0 [all_outputs]
==> Slide: Implementation Results <==
Key Metrics from the Run

Synth
  – Yosys top cell area share: 0.614
  – Mean Syn Cell Area: 13.7 um^2
  – Cell type with the largest total area: sky130_fd_sc_hd__edfxtp_1
  – Flop and latch count out of synthesis: 16
  – Post-Synthesis Cell Area: 782 um^2
  – Yosys warns: 0
  – Unique masters post-synth: 12
  – Yosys stat cell total: 57
  – Sequential-to-total area share from yosys stat: 0.614
  – Synthesized instance count: 57
  – Top cells, area: sky130_fd_sc_hd__edfxtp_1, sky130_fd_sc_hd__xor2_1, sky130_fd_sc_hd__nor4_2
  – Synthesized chip area reported by yosys: 782 um^2

Min path
  – Type of the tightest min-delay check: flop to flop
  – Launch point of the worst hold path: count[15]
  – Worst Hold End: count[15]
  – WHS Path Cells: 1

Clock network
  – Clock-pin slew on the worst setup and hold paths: 0.06 ns
  – Number of post-CTS setup repair buffers: 0
  – Number of buffers added by the clock tree synthesis step: 3
  – Clock latency on the worst-skew pair: 0.24 ns
  – Maximum level of the CTS H-tree: 1
  – Post-cts repair resize count: 0
  – CTS hold repair buffers: 0
  – # clock sinks: 16
  – Number of buffers on the longest clock path: 2
  – Clock tree from TritonCTS: yes
  – Clock Root Buffer: sky130_fd_sc_hd__clkbuf_8

Route
  – Vias per std cell: 4.20
  – Top layer used by detailed routing: met4
  – First DRT Iteration DRCs: 21
  – Total wirelength of the detailed-routed design: 1.60 mm
  – WL met2: 704 um
  – Residual DRC count: 0
  – Detail Route met3 WL: 138 um
  – Remaining antenna violation count: 0
  – Antenna fix cells: 0
  – Total vias in the final route: 534
  – First-pass iteration count of the detailed router: 6
  – Wl on met1: 750 um
  – Average detailed-routed wire length per instance: 12.6 um

Place
  – Placed instance area: 0.00101 mm^2
  – Port bufs: 17
  – Final weighted congestion of routability-driven global placement: 0.695
  – Pre-CTS setup slack: 1.94 ns
  – HPWL Detailed: 1.20 mm
  – Cell total after placement: 124

Global routing
  – Sum of overflow across all layers after global routing: 0
  – Global-route total usage across every layer: 0.0435
  – Via count of the first global-routing pass: 543
  – Number of antenna violations at the first check in global routing: 0
  – Pin count of the biggest net entering global routing: 17
  – Wire length of the first global-routing pass: 2.62 mm

Timing
  – Time the final worst path needs with I/O delays and setup: 2.08 ns
  – Max-slew violation count: 0
  – Final worst slack: 2.02 ns
  – Worst rel slew slack: 0.499
  – Total Negative Setup Slacks: 0 ns
  – Share of the cycle needed by the critical path after routing: 0.508
  – Unrepaired setup endpoints after global routing: false
  – Final setup violation count: 0
  – Slew of the pin with the lowest slew margin: 0.750 ns
  – Highest clock frequency the design can meet: 480 MHz
  – Fin Clk Skew: 0.000923 ns
  – Final Hold Violating Endpoints: 0

Critical path
  – Setup slack on the worst flop-to-flop path: 2.63 ns
  – Cell type of the slowest stage on the worst timing path: sky130_fd_sc_hd__clkdlybuf4s50_1
  – Worst reg2reg endpoint: count[15]
  – Sequence of cells on the critical path: clkdlybuf4s50_1
  – Top Family by Delay on Critical Path: buffers and inverters
  – R2R Path Start: count[2]
  – Req. time, crit path: 3.28 ns
  – Cell count of the worst reg-to-reg path: 3
  – Slowest cell delay on critical path: 0.53 ns
  – Number of buffer and inverter stages on the critical path: 1
  – Kind of end point of the critical path: primary output
  – Worst-path maximum fanout: 6
  – Data arrival at the endpoint of the critical path: 1.26 ns
  – Critical setup path kind: flop to primary output
  – Type of element launching the critical path: flop

Finish
  – Cell area after layout: 0.00106 mm^2
  – Biggest regs: count x16
  – Share of cells above drive strength 1: 0.104
  – Number of flip-flops under the largest register name: 16
  – Final standard cell count with taps included and fillers excluded: 127
  – Register with the highest flop count: count
  – Syn-to-layout area delta: 35.0%

Die
  – Core ar.: 0.00406 mm^2
  – Chip width: 85 um
  – FP Util: 0.193
  – Die Ht: 85 um
  – Number of standard-cell rows in the floorplan: 23
  – Ports placed on the boundary: 18
  – Die Area: 0.00723 mm^2

Pwr
  – Leakage power summed over all cells: 0.000352 uW
  – Power Density: 349 mW/mm^2
  – Worst voltage drop across the vdd grid: 0.182 mV

Flow run
  – Max-cap check violation count: 0
  – OpenROAD warning count: 25

Status
  – Run status: finished, final reports clean
[worst max-delay path by stage]
stage               to  startpoint  cells after the start
global route  count[3]    count[3]                      1
finish        count[3]    count[3]                      1
CTS           count[3]    count[3]                      1
[per-stage QoR]
step	total power, uW	hold slack [ns]	utilization
2_1_floorplan	228	0.537	-
3_3_place_gp	260	0.584	0.250
3_5_place_dp	261	0.589	0.250
4_1_cts	374	0.602	0.260
5_1_grt	392	0.622	0.260
6_report	369	0.595	0.260
[power breakdown]
part / total (uW) / internal, uW / switching [uW]
logic: 43.9 / 27.5 / 16.4
clock network: 112 / 64.9 / 46.9
registers: 213 / 197 / 16.2
total: 369 / 289 / 79.6
[per-layer routing]
| layer | up-vias | GRT usage |
|---|---|---|
| li1 | 252 | - |
| met1 | 263 | 0.0582 |
| met2 | 17 | 0.0640 |
| met3 | 2 | 0.0231 |
| met4 | 0 | 0.00299 |
| met5 | - | 0 |
[cell families after synthesis]
| logic type | Yosys count | synth area share |
|---|---|---|
| simple gates | 23 | 0.198 |
| flops | 16 | 0.614 |
| xor+xnor | 14 | 0.157 |
| buf+inv | 3 | 0.0144 |
| fa+ha+maj | 1 | 0.0160 |
[final cells by class]
class,count,area (um^2)
Clock buffer,3,41.3
Fill cell,415,3000
Inverter,3,11.3
Multi-Input combinational cell,38,290
Sequential cell,16,480
Tap cell,50,62.6
Timing Repair Buffer,17,170
[synth_stat cells, drive strengths merged]
cell type   n
edfxtp     16
ha          1
inv         3
nand2       4
nand3       5
nand4       3
nor2        3
nor3        4
nor4        4
xnor2       4
xor2       10
[placed cells by master, fill, tap and decap left out, drive strengths merged]
cell type,synthesis,final
edfxtp,16,16
xor2,10,10
clkdlybuf4s50,0,17
nor2,3,3
clkbuf,0,3
ha,1,1
inv,3,3
nand4,3,3
nor3,4,4
nand2,4,4
xnor2,4,4
nand3,5,5
nor4,4,4
Power is estimated from default activity; no workload was simulated.
